## flow/config.mk

```make
export PLATFORM = sky130hd
export DESIGN_NAME = Control
export DESIGN_NICKNAME = Control
export VERILOG_FILES = /design/flow/design.v
export SDC_FILE = /design/flow/constraint.sdc
export NUM_CORES = 4
export LEC_CHECK = 1
export CORE_AREA = 10 10 70 70
export DIE_AREA = 0 0 80 80
```

## flow/constraint.sdc

```tcl
current_design Control

set clk_period 2.0
set clk_io_pct 0.2

create_clock -name clk0 -period $clk_period

set non_clock_inputs [all_inputs -no_clocks]
set_input_delay [expr $clk_period * $clk_io_pct] -clock clk0 $non_clock_inputs
set_output_delay [expr $clk_period * $clk_io_pct] -clock clk0 [all_outputs]
```

## flow/design.v

```verilog
module Control (
  input  [6:0] opcode,  
  input  [2:0] funct3,  
  input  [6:0] funct7,  
  output [1:0] alu_1_src,  
  output       alu_2_src,  
  output       reg_write,
  output       is_branch,
  output       is_jalr,
  output       is_jal,
  output       mem_read,
  output       mem_write,
  output [1:0] mem_width,
  output       mem_sign_extend,
  output [1:0] reg_src,  
  output [3:0] alu_op,
  output       alu_flag
);
  assign alu_1_src = opcode == 7'b0110111   ? 2'b01 :
                     opcode == 7'b0010111 ? 2'b10 : 2'b00;
  assign is_branch = opcode == 7'b1100011;
  assign alu_2_src = opcode != 7'b0110011 && opcode != 7'b1100011;
  assign reg_write = opcode != 7'b0100011 && opcode != 7'b1100011;
  assign is_jalr = opcode == 7'b1100111;
  assign is_jal = opcode == 7'b1101111;
  assign mem_read = opcode == 7'b0000011;
  assign mem_write = opcode == 7'b0100011;
  assign mem_width = funct3[1:0];
  assign mem_sign_extend = ~funct3[2];
  assign reg_src = (is_jal | is_jalr) ? 2'b10 :
                   opcode == 7'b0000011 ? 2'b01 : 2'b00;
  wire [1:0] control = opcode == 7'b0010011 ? 2'b10 :
                       opcode == 7'b0110011 ? 2'b11 : 2'b00;
  assign alu_op = control == 2'b11 ? {funct7[0], funct3} :
                  control == 2'b10 ? {1'b0, funct3} : 4'b0;
  assign alu_flag = (control[1] == 1'b1 && funct3 == 3'b101 && funct7[5]) ||  
                (control == 2'b11 && funct3 == 3'b000 && funct7[5]);  
endmodule
```

## flow/run.sh

```bash
#!/bin/bash
# OpenROAD 26Q1-2900-gdf79404cd8, Yosys 0.63+post, stock flow scripts
make -C /OpenROAD-flow-scripts/flow DESIGN_CONFIG=/design/flow/config.mk WORK_HOME=/design/flow/orfs finish
```

==> GITHUB_STEP_SUMMARY <==
## Synthesis and layout report

| Metric | Value |
|---|---|
| Crit. End Element | output port |
| Max Fanout on Critical Path | 5 |
| Crit-path cells | dlygate4sd2_1 -> or2_1 -> buf_6 -> buf_4 -> buf_4 -> nor3_2 -> buf_2 |
| I/O pins | 36 |
| # diodes | 0 |
| GR peak layer | met2 |
| Worst Tran Pin Value | 227 ps |
| Gr ovfl total | 0 |
| Average size of a mapped cell | a little under 6 um^2 |
| Max Slew Vio Count | 0 |
| Post-layout period usage | 0.983 |
| Max-cap viol count | 0 |
| Total power | around 0.0001 W |
| Status | finished clean |
| Post-synth seq share | 0 |
| Hold depth | 4 |
| Met1 Use GR | 0.0580 |
| Slew headroom | 0.846 |
| Chip Area, Yosys | roughly 210 um^2 |
| # Cells Yosys | 36 |
| FF+latch area | 0 um^2 |
| Yosys warnings | 0 |
| Post-Syn Instances | 36 |
| First-pass GRT wire length | approximately 2.3 mm |
| Fillers | 365 |
| Slowest cell on crit path | dlygate4sd2_1 |
| Registers | 0 |
| DRC | 0 |
| Maximum VDD drop | between 0.02 and 0.03 mV |
| Antenna viol nets, final | 0 |
| Vias | 490 |
| Routability cong. | about 0.77 |
| Dpl hpwl | 1.11 mm |
| Final min period | a little under 2000 ps |
| Vias in the first global route | between 400 and 500 |
| Via-to-Cell Ratio | between 3 and 4 |
| Most frequent cells in the layout | buf_4 (20), dlygate4sd2_1 (11), nor3_2 (8), clkbuf_2 (7) |
| Setup CP Type | in -> out |
| Leakage | about 0.37 nW |
| Worst setup path endpoint | mem_read |
| Commonest Layout Cell | buf_4 |
| Post-synthesis cell area | approximately 210 um^2 |
| Final WL | 1.61 mm |
| Die ar. | roughly 6400 um^2 |
| Row count | 21 |
| Final hold vios | 0 |
| Synth unique cells | 16 |
| Power Dens Cells | ~130 nW/um^2 |
| Final core occ | 0.225 |
| Fraction of layout cells with a size suffix above 1 | 0.544 |
| Layout clock buffer count | 0 |
| Layout area overhead | 261% |
| Die Ht | ~80 um |
| Port bufs | 31 |
| CP Launch Point | opcode[2] |
| DR pass1 iterations | 4 |
| Crit path largest cell delay | between 200 and 250 ps |
| Arr. time, crit path | approximately 1600 ps |
| Hold Path Class | in -> out |
| Wire length per cell | ~12 um |
| Initial antenna violation count | 0 |
| FP Util | 0.0623 |
| Met3 global-route usage | 0.00909 |
| Initial drt markers | 6 |
| Endpoints failing setup | 0 |
| Largest net degree at the start of global routing | 7 |
| M2 GR Usage | 0.0738 |
| CP required | 1600 ps |
| Fmax | 509 MHz |
| Horiz. Die Dim | about 80 um |
| Critical path startpoint category | primary input |
| CP dominant cell by count | buf_4 |
| Total global-route track usage | 0.0434 |
| OpenROAD warning count | 38 |
| Core region area | ~3400 um^2 |
==> per-layer routing <==
layer  vias up  share of wire
li1        234              -
met1       225           0.48
met2        29           0.39
met3         2           0.12
met4         0         0.0075
met5         -              0
==> worst min-delay path by stage <==
stage	from	endpoint	slack, ps
after CTS	opcode[5]	mem_read	1320
final	funct3[2]	alu_flag	1190
after global routing	funct3[2]	alu_flag	1220
==> area by class of cell <==
type / instances / area [um^2] / area share
Tap cell: 46 / 57.6 / 0.0750
Multi-Input combinational cell: 27 / 223 / 0.290
Timing Repair Buffer: 57 / 464 / 0.605
Inverter: 6 / 22.5 / 0.0294
==> through the flow <==
stage	cell area (um^2)	setup slack, ps	hold WS, ps	setup TNS [ps]	std cells
floorplan	213	555	814	0	36
global placement	658	-519	1700	-6790	123
detailed placement	658	-523	1710	-6730	123
CTS	778	-59.2	1320	-59.2	135
global route	767	-11.6	1220	-22.1	136
finish	767	34.7	1190	0	136
==> power breakdown <==
| part | internal [W] | total, W | switching [W] |
|---|---|---|---|
| Combinational | 0.0000607 | 0.0000985 | 0.0000378 |
| Clock | 0 | 0 | 0 |
| Sequential | 0 | 0 | 0 |
| Total | 0.0000607 | 0.0000985 | 0.0000378 |
==> synthesized netlist by cell type <==
cell type | count | area, um^2
buf_2 | 1 | 5.00
a2111oi_2 | 1 | 15.0
buf_4 | 2 | 15.0
nand2_1 | 4 | 15.0
nand2b_1 | 1 | 6.26
nor4b_1 | 2 | 17.5
or3b_1 | 1 | 8.76
inv_1 | 6 | 22.5
or3_2 | 1 | 7.51
xnor2_1 | 1 | 8.76
nor2_1 | 1 | 3.75
or4_1 | 1 | 7.51
or2_1 | 1 | 6.26
nand4b_1 | 2 | 17.5
nor3_1 | 10 | 50.1
or2_2 | 1 | 6.26
==> cells by family after synthesis <==
group | synth area share
simple gates | 0.688
buf+inv | 0.200
compound gates | 0.0706
xor+xnor | 0.0412
==> critical path, delay by kind of cell <==
family                 cells  cell delay (ps)
buffers and inverters      5              780
and+or+nand+nor            2              380
==> timing repair <==
item	in CTS	in global routing
endpoints found under the setup margin	16	9
buffers inserted	12	1
hold buffers	0	0
resized	52	13
pin swaps	3	4
hold endpoints to repair	0	0
Power and IR drop assume default switching activity.
