[design/flow/design.v]
module MUX32_2 (
  input  [31:0] in0,
  input  [31:0] in1,
  input         control,
  output [31:0] result
);
  assign result = control ? in1 : in0;
endmodule
module MUX32_4 (
  input  [31:0] in0,
  input  [31:0] in1,
  input  [31:0] in2,
  input  [31:0] in3,
  input  [1:0]  control,
  output [31:0] result
);
  assign result = control[1] ? (control[0] ? in3 : in2) : (control[0] ? in1 : in0);
endmodule
[design/flow/run.sh]
#!/bin/bash
# OpenROAD 26Q1-2900-gdf79404cd8, Yosys 0.63+post, stock flow scripts
make -C /OpenROAD-flow-scripts/flow DESIGN_CONFIG=/design/flow/config.mk WORK_HOME=/design/flow/orfs finish
[design/flow/config.mk]
export PLATFORM = sky130hd
export DESIGN_NAME = MUX32_4
export DESIGN_NICKNAME = MUX32_4
export VERILOG_FILES = /design/flow/design.v
export SDC_FILE = /design/flow/constraint.sdc
export NUM_CORES = 4
export LEC_CHECK = 1
export CORE_AREA = 10 10 95 95
export DIE_AREA = 0 0 105 105
[design/flow/constraint.sdc]
current_design MUX32_4

set clk_period 1.1
set clk_io_pct 0.2

create_clock -name clk0 -period $clk_period

set non_clock_inputs [all_inputs -no_clocks]
set_input_delay [expr $clk_period * $clk_io_pct] -clock clk0 $non_clock_inputs
set_output_delay [expr $clk_period * $clk_io_pct] -clock clk0 [all_outputs]
==> notes.md <==
The run finished, with violations left. The checks that failed: setup timing. The initial core utilization is 0.118.

The run gives 2 for the total iterations of the first detailed-routing run. For this design the total switching power over the nets is 0.000203 W. The tools report the number of buffers added to fix hold violations after cts as 0. The kind of path behind the tightest hold check was in2out. The synthesized instance count is 39.

Cell count of the worst hold path: 3. The number of input and output port buffers inserted works out to 162. The total area inside the core boundary comes to 6910 um2. The run gives -244 ps as the setup slack of the critical path after layout.

Setup repair after global routing could not meet its margin everywhere. The first global-routing pass estimated 9650 um of wire. The via-per-instance ratio was 4.05; the slew at the pin closest to its max-slew limit was 105 ps.

With the final standard cell utilization of the core at 0.340, the die outline height is 105 um. Yosys stat counts 39 cells in the synthesized netlist. In this run the worst path has a maximum fanout of 8.

In the final report, the number of hold violations comes to 0. The run gives 0 um2 as the sequential cell area in the final layout. With the count of yosys warnings during synthesis at 0, the net switching fraction of the power is 0.264. In this run the mean area of a mapped cell was 20.9 um2. The number of maximum-capacitance violations came out at 0. The tools report the power share of the sequential group as 0. The total overflow left after global routing is 0. After its last routability iteration, the placer logged a weighted congestion of 0.807. The final timing report counts setup violations totalling 32. The run gives 0 for the part of the power in the clock network.

For this design the ratio of total power to cell area is 327 nW/um2. The combinational fraction of design power is 1.000, and the worst path required time is 880 ps. The number of clock-tree buffers in the layout is 0, and the detailed-route via count is 1,223. VDD sags by at most 100 uV.

With the sequential cell count at 0, the leakage power is 1.11 nW. In the routed design, unresolved DRC markers number 0. The via count of the first global-routing pass was 1,527; the total wire length after detailed routing was 6710 um.

The path type of the worst setup path is in2out. With the number of rows in the core area at 30, the area of the mapped netlist is 815 um2. The tools report the worst slew margin relative to its limit as 0.930.

The type of element launching the critical path is an input port. The largest net degree at the start of global routing was 17. The run gives 3 for the number of antenna violations at the first check in global routing. The highest clock rate this design can be run at is 744 MHz. The fraction of final layout cells sized beyond drive strength 1 works out to 0.366. The sequential cell area fraction in the yosys report was 0; the internal power was 0.000566 W. 162 I/O pins were placed. Element type at the critical path end: an output port. The tools report the global routing usage summed across all routing layers as 0.115. Subtracting the final worst setup slack from the clock period gives 1340 ps.

Area reported by Yosys stat: 815 um2. In this run the horizontal extent of the chip is 105 um. Once the clock tree was built, the setup fixing pass inserted 0 buffers. For the final routed database, the setup TNS stands at -6910 ps. Per the detail_route report, routed wire per instance is 22.2 um. Per the log, the first TritonRoute iteration ended with a DRC count of 3.

Counting pins that exceed their max-slew limit in the final report gives 0. The area of the die is 11,000 um2, and the remaining antenna violation count after routing is 0. Summing over the stages, the warning tally comes to 35. Yosys mapped the design onto 5 distinct sky130hd cell types. The run gives 1.22 for the fraction of the cycle the final worst path needs. In this run the layout overhead on the synthesized area is reported as 188%.

The tools report the worst endpoint data arrival time as 1120 ps.
## cell usage after synthesis, drive strengths merged
| cell type | n | area (um2) |
|---|---|---|
| buf | 7 | 86.3 |
| mux4 | 32 | 728 |
## layout make-up
class              count  area, um2
diodes                 4       10.0
fillers              771       4560
multi-input cells     32        721
well taps             96        120
repair buffers       170       1500
## path summary, 6_finish.rpt
path	from	endpoint
hold / removal	in0[6]	result[6]
setup / recovery	control[0]	result[7]
## power groups by stage
stage	Clock, W	Combinational [W]	Sequential (W)
after CTS	0	0.000780	0
after global routing	0.000000000121	0.000840	0
final	0.000000000486	0.000769	0
## logic make-up after synthesis
group / count (synthesis) / share of synthesized area
buffers and inverters: 7 / 0.106
muxes: 32 / 0.894
## critical path: stages
cell and delay [ps]:
sky130_fd_sc_hd__buf_12 110, sky130_fd_sc_hd__buf_12 140, sky130_fd_sc_hd__mux4_2 500, sky130_fd_sc_hd__buf_2 140
## per-stage QoR
stage / instances / setup slack, ps / hold WS, ps / cell area, um2 / total power [W]
floorplan: 39 / -31.6 / 526 / 823 / 0.000261
global placement: 294 / -887 / 1450 / 2520 / 0.000991
detailed placement: 294 / -885 / 1450 / 2520 / 0.000992
CTS: 297 / -254 / 925 / 2310 / 0.000780
global route: 299 / -279 / 939 / 2340 / 0.000840
finish: 302 / -244 / 920 / 2350 / 0.000769
## timing repair
action | CTS | global route
resized | 248 | 0
gates cloned | 3 | 1
setup endpoints to repair | 32 | 32
## cells in the final DEF, fill, tap and decap left out, drive strengths merged
cell type,instances
diode,4
buf,40
dlygate4sd2,128
bufbuf,1
mux4,32
clkbuf,1
## per-layer routing
| metal | wire, um | part of all wire | vias to the layer above | global-route usage |
|---|---|---|---|---|
| met4 | 0 | 0 | 0 | 0 |
| met1 | 2670 | 0.40 | 561 | 0.138 |
| met2 | 3030 | 0.45 | 123 | 0.186 |
| li1 | - | - | 539 | - |
| met3 | 1010 | 0.15 | 0 | 0.0702 |
| met5 | 0 | 0 | - | 0 |
Power is estimated from default activity; no workload was simulated.
